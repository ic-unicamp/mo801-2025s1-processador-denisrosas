--- design.v ---
module register_file(
input clk,
input [4:0] a1,  
input [4:0] a2,  
input [4:0] a3,  
input [31:0] wd3,
input we,
output reg [31:0] read_data1,
output reg [31:0] read_data2
);
  reg [31:0] registers [31:0];  
  initial begin
    for (integer i = 0; i < 32; i = i + 1) begin
        registers[i] = 32'b0;   
    end
  end
  always @(negedge clk)
    begin
      if (we)
        registers[a3] <= wd3;
      read_data1 = registers[a1];
      read_data2 = registers[a2];
    end
endmodule
--- run.sh ---
#!/bin/bash
# OpenROAD 26Q1-2900-gdf79404cd8, Yosys 0.63+post, stock flow scripts
make -C /OpenROAD-flow-scripts/flow DESIGN_CONFIG=/design/flow/config.mk WORK_HOME=/design/flow/orfs finish
--- config.mk ---
export PLATFORM = sky130hd
export DESIGN_NAME = register_file
export DESIGN_NICKNAME = register_file
export VERILOG_FILES = /design/flow/design.v
export SDC_FILE = /design/flow/constraint.sdc
export NUM_CORES = 4
export LEC_CHECK = 1
export CORE_UTILIZATION = 30
--- constraint.sdc ---
current_design register_file

set clk_period 6.7
set clk_io_pct 0.2

create_clock -name clk0 -period $clk_period [get_ports {clk}]

set non_clock_inputs [all_inputs -no_clocks]
set_input_delay [expr $clk_period * $clk_io_pct] -clock clk0 $non_clock_inputs
set_output_delay [expr $clk_period * $clk_io_pct] -clock clk0 [all_outputs]
==> results.json <==
{
  "cp_max_fo": 1,
  "ys_ff": 1088,
  "viasPerCell": 4.97,
  "tightest_slew_ns": 0.496,
  "clock_sinks": 1088,
  "power_leakage_nw": 28.3,
  "chipHeight_um": 410,
  "critical-path-top-delay-family": "buffers and inverters",
  "cts_tree": "done",
  "ys_seq_share_pct": 64.0,
  "max_cap_violations": 0,
  "route.detailed.drc": 0,
  "yosysWarningCount": 1,
  "final-hold-violation-count": 0,
  "powerDensity_nw_per_um2": 282,
  "grt_pass1_wl_um": 230000,
  "cts_setup_buffers": 0,
  "swShare_pct": 28.7,
  "clk_latency_ns": 0.75,
  "postLayoutCellArea_sq_um": 65000,
  "dieArea_sq_um": 168000,
  "ys_types": 25,
  "routed_wirelength_um": 157000,
  "synth-cells-yosys": 3451,
  "clock_path_buffers": 3,
  "synth_area_sq_um": 50000,
  "area_growth_pct": 29.9,
  "seqPwrFrac_pct": 42.1,
  "grt_usage_pct": 19.5,
  "max_slew_margin_pct": 66.8,
  "ctsRootBufferMaster": "clkbuf_16",
  "ys_chip_area_sq_um": 50000,
  "dpl.cell_count": 5831,
  "initCoreUtil_pct": 30.3,
  "clkPwrFrac_pct": 50.1,
  "critPathSlowestCell": "clkdlybuf4s50_1",
  "vias": 35500,
  "crit_arrival_ns": 5.17,
  "skew_ns": 0.0249,
  "cts_buffers": 120,
  "hold_path_class": "register to register",
  "cp_num_buf_inv": 1,
  "postCtsHoldBufs": 0,
  "setup_violations": 0,
  "coreArea_sq_um": 165000,
  "cts.clk_slew.worst_paths_ns": 0.04,
  "grt_pass1_vias": 39000,
  "warning_count": 1028,
  "synth.avg_cell_area_sq_um": 14.5,
  "slew_violations": 0,
  "critPathKind": "register to output port",
  "p_switching_w": 0.00525,
  "grt_max_degree": 45,
  "io_buffers": 112,
  "setup_ws_ns": 0.185,
  "cp-end-kind": "output port",
  "drt_iter0_drc": 2135,
  "grt-ovfl-total": 0,
  "post_cts_resized": 0,
  "layoutNonFillerInstCount": 7139,
  "cp_slowest_stage_delay_ns": 0.54,
  "rows": 149,
  "layout-drive-gt1-share_pct": 11.6,
  "place.gp.congestion": 0.907,
  "io_pins": 113,
  "rsz0062_at_grt": "false",
  "p_int_w": 0.0131,
  "htreeDepth": 3,
  "status": "complete, no violations",
  "die_w_um": 410,
  "synthCells": 3451,
  "placedInstanceArea_sq_um": 56900,
  "ant_nets": 0,
  "power_w": 0.0183,
  "ir_worst_vdd_v": 0.000223,
  "path_cells": "clkdlybuf4s50_1",
  "rrSetupSlack_ns": 5.07,
  "dpl.hpwl_um": 97300,
  "crit_path_start_kind": "register",
  "dr.pass1.iters": 20,
  "wire_per_inst_um": 21.9,
  "antenna_found_initial": 4,
  "combPwrFrac_pct": 7.8,
  "pre_cts_ws_ns": -0.366,
  "cp.required_ns": 5.36
}
[cells by family after synthesis]
group | after synthesis | share of synthesized area, %
flops | 1088 | 64.0
mux | 1024 | 20.5
simple gates | 509 | 4.60
buf+inv | 254 | 3.08
compound gates | 576 | 7.84
[cells in the mapped netlist]
cell	number	share of area [%]
and2_1	2	0.025
or3_1	1	0.013
or3b_2	3	0.053
nor3_1	64	0.64
a22oi_1	192	2.9
buf_4	52	0.78
nand2b_1	4	0.050
nand3b_1	5	0.075
nor2_1	35	0.26
mux2i_1	1024	20
or2_2	2	0.025
nor2b_1	4	0.050
buf_1	7	0.053
buf_6	37	0.83
a22o_1	128	2.2
a31oi_1	64	0.80
edfxtp_1	1024	61
clkbuf_1	73	0.55
a21oi_1	192	1.9
dfxtp_1	64	2.6
inv_1	1	0.0075
nand2_1	195	1.5
nand3_1	194	1.9
buf_2	80	0.80
clkbuf_4	4	0.060
[layout make-up]
type	instances	area (sq um)
flip-flops and latches	1088	32000
clock buffers	120	3000
multi-input cells	2109	16800
clock inverters	1186	5120
well taps	2189	2740
fillers	14900	100000
repair buffers	444	5330
diodes	3	7.51
[worst min-delay path, delay by kind of cell, from the launching register on]
kind,cells,cell delay (ns)
and+or+nand+nor,2,0.11
AOI/OAI and AO/OA,1,0.08
muxes,1,0.07
DFF,1,0.33
[path summary, 6_finish.rpt]
| path | end | from | cells past startpoint |
|---|---|---|---|
| min | read_data1[5] | registers[16][5] | 4 |
| max reg2reg | read_data1[15] | registers[2][15] | 7 |
| min reg2reg | read_data1[5] | registers[16][5] | 4 |
| max | read_data1[14] | read_data1[14] | 1 |
[registers in the layout, summed over array words and instances (netlist names)]
name / count
read_data2: 32
read_data1: 32
registers: 1024
[metal layers]
metal / up-vias / routed length [um] / track usage [%]
li1: 16400 / - / -
met1: 17000 / 58400 / 22.9
met2: 1759 / 74800 / 29.1
met3: 252 / 18800 / 12.0
met4: 14 / 4140 / 7.84
met5: - / 345 / 1.44
[power by group through the flow]
stage     Combinational, W  Clock (W)  Sequential, W
4_1_cts            0.00144    0.00949        0.00772
5_1_grt            0.00153     0.0103        0.00771
6_report           0.00143    0.00918        0.00771
[layout by cell type (no fill, tap or decap), types with 2 or more instances in the layout]
cell	n
inv_1	1117
mux2i_1	1024
edfxtp_1	1024
buf_4	196
nand3_1	194
nand2_1	193
a22oi_1	192
a21oi_1	192
buf_12	136
a22o_1	128
clkbuf_16	120
clkdlybuf4s50_1	110
nor3_1	64
a31oi_1	64
dfxtp_1	64
nor2_4	34
clkinvlp_2	27
bufinv_16	18
inv_4	11
nand3b_1	5
nor2b_4	4
nand2b_2	4
inv_6	4
diode_2	3
or3b_2	3
clkinv_8	3
clkinv_4	3
and2_4	2
or2_2	2
nand2_2	2
inv_16	2
buf_8	2
[metrics by stage]
stage,TNS [ns],util [%],hold slack [ns]
3_5_place_dp,-7.39,34.4,0.612
3_3_place_gp,-6.44,34.4,0.606
4_1_cts,0,39.3,0.615
6_report,0,39.3,0.615
5_1_grt,0,39.3,0.662
2_1_floorplan,-183.40,-,0.579

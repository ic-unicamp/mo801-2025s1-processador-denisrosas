**design/flow/run.sh**
```bash
#!/bin/bash
# OpenROAD 26Q1-2900-gdf79404cd8, Yosys 0.63+post, stock flow scripts
make -C /OpenROAD-flow-scripts/flow DESIGN_CONFIG=/design/flow/config.mk WORK_HOME=/design/flow/orfs finish
```
**design/flow/config.mk**
```make
export PLATFORM = sky130hd
export DESIGN_NAME = alu
export DESIGN_NICKNAME = alu
export VERILOG_FILES = /design/flow/design.v
export SDC_FILE = /design/flow/constraint.sdc
export NUM_CORES = 4
export LEC_CHECK = 1
export CORE_UTILIZATION = 50
```
**design/flow/constraint.sdc**
```tcl
current_design alu

set clk_period 16.8
set clk_io_pct 0.2

create_clock -name clk0 -period $clk_period

set non_clock_inputs [all_inputs -no_clocks]
set_input_delay [expr $clk_period * $clk_io_pct] -clock clk0 $non_clock_inputs
set_output_delay [expr $clk_period * $clk_io_pct] -clock clk0 [all_outputs]
```
**design/flow/design.v**
```verilog
module alu (
    input [2:0] alu_control,
    input [31:0] source1,
    input [31:0] source2,
    output reg [31:0] result,
    output reg carry_out,
    output reg zero,
    output reg negative
);
  always @(alu_control, source1, source2) begin
    case (alu_control)
        3'b000: {carry_out,result} = source1 + source2;
        3'b001: result = source1 - source2;
        3'b010: result = source1 & source2;
        3'b011: result = source1 | source2;
        3'b101: result = (source1 < source2) ? 32'h00000001 : 32'h00000000;
        default: result = 32'h00000000;
    endcase
    zero = (result == 32'h00000000) ? 1'b1 : 1'b0;
    negative = (result[31] == 1'b1) ? 1'b1 : 1'b0;
  end
endmodule
```
==> impl_metrics.yaml <==
# flow metrics
final_timing:
  grt_setup_unrepaired: "false"
  fin_crit_sh: 0.684
  clock.fmax_ghz: 0.0870
  hold-worst-slack_ns: 7.86
  untimed_endpoints: 2
  fin_setup_tns_ns: 0
  tightest_slew_ns: 0.757
  slew_violations: 0
  unclocked_pins: 1
  hold_violations: 0
  period_minus_slack_ns: 11.49
  setup_violations: 0
  relSlewSlack: 0.495
synth:
  most_common_cell: "ha_1"
  yosys_area_um2: 5380
  synth_area_um2: 5380
  ys_async_sr_fraction: 0
  edf_count: 0
  ys_cells: 827
  synthTopCellsByCount: "ha_1 (100), inv_1 (96), a21oi_1 (85), nor2_1 (80), nand2_1 (61)"
  synth_cells: 827
  ys_types: 78
  synth.avg_cell_area_um2: 6.51
  top_cells_by_area: "ha_1 (23%), a21oi_1 (7.9%), inv_1 (6.7%)"
  yosys.area.top_type: "ha_1"
  ys.flop_type: "dlxtp_1"
  top_area_frac: 0.232
  yosys_warnings: 1
  ys_ff: 1
global_route:
  grt_start_max_net_pins: 53
  grt-ovfl-total: 0
  grt_pass1_wl_mm: 30.5
  track_usage: 0.346
  grt_pass1_vias: 5815
  antenna_found_initial: 0
worst_hold_path:
  min_path_cells: 5
  min_path_type: "in2out"
  hp-start: "alu_control[0]"
  whs_endpoint: "result[21]"
setup_path:
  slowest_delay_ns: 0.69
  crit_fanout: 13
  start_kind: "primary input"
  path_cells: "clkdlybuf4s50_1, inv_1, ha_1, a21oi_1, o21ai_1, a221oi_1, or3_1, o311ai_0, a221o_1, a32o_1, or4_1, nor4_1, nand4b_1, nor4_2, clkdlybuf4s50_1"
  cp_slowest_cell: "a221oi_1"
  critPathTopFamily: "AND-OR/OR-AND gates"
  arrival_ns: 8.13
  cp_num_buf_inv: 3
  cp_common_cell: "clkdlybuf4s50_1"
  endpoint_kind: "output pin"
  crit_type: "in2out"
  cp.required_ns: 13.44
routing:
  vias: 6392
  ant_nets: 0
  vias_per_cell: 6.24
  drtIter0Drc: 521
  post_drt_wl_per_cell_um: 18.7
  n_antenna_cell: 0
  drcViolationCount: 0
  wl_mm: 19.2
  firstDrtPassIters: 5
finish:
  mi_logic_area_um2: 4810
  layout-drive-gt1-share: 0.0270
  nFillCells: 947
  area_growth_pct: 19.5
  largest_reg_flops: 1
  flop_area_um2: 15.0
placed_design:
  io_buffers: 102
  place_congestion: 0.988
  dpl.hpwl_mm: 15.2
die:
  die_area_um2: 11200
  io_pins: 102
  fp_util: 0.519
  die_h_um: 106
  die_w_um: 106
  num_rows: 37
  core_area_um2: 10400
power_and_ir_drop:
  p_comb_frac: 0.999
  power_frac_clock: 0
  pwr-share-seq: 0.001
  p_per_area_nw_per_um2: 33.7
  swShare: 0.575
  p_int_mw: 0.0921
  netSwitchingPower_mw: 0.124
  leakagePower_nw: 2.91
  ir_worst_vdd_uv: 22.0
clock_tree:
  post_cts_buffers: 0
  ctsHoldBuffers: 0
  ctsResizeCount: 0
job:
  warning_count: 101
  maxCapViolCount: 0
run_status:
  status: "finished clean"
stage by stage:
stage / area [um2] / cells / setup WS, ns / utilization / power (mW)
finish: 6430 / 1025 / 5.31 / 0.620 / 0.217
global route: 6430 / 1025 / 5.06 / 0.620 / 0.237
CTS: 6430 / 1025 / 5.33 / 0.620 / 0.213
detailed placement: 6430 / 1025 / 5.35 / 0.620 / 0.211
global placement: 6430 / 1025 / 5.40 / 0.620 / 0.211
floorplan: 5380 / 827 / 7.18 / - / 0.133
area by class of cell:
class | instances | area share
timing repair buffer | 109 | 0.166
sequential | 1 | 0.00234
tap | 136 | 0.0265
multi-input combinational | 681 | 0.748
inverter | 98 | 0.0572
power by group through the flow:
| stage | clock network [mW] | logic (mW) | registers, mW |
|---|---|---|---|
| after CTS | 0 | 0.212 | 0.000179 |
| final | 0 | 0.216 | 0.000179 |
| after global routing | 0 | 0.237 | 0.000182 |
worst max-delay path by stage:
| stage | to | startpoint | depth (start not counted) | slack [ns] |
|---|---|---|---|---|
| after CTS | zero | source1[13] | 15 | 5.33 |
| after global routing | zero | source1[13] | 15 | 5.06 |
| final | zero | source1[13] | 15 | 5.31 |
placed cells by master, fill, tap and decap left out, drive strengths merged, types with 4 or more instances in the layout:
cell type and instances:
clkdlybuf4s50 101, ha 100, inv 97, a21oi 86, nor2 80, nand2 62
o21ai 41, nor3 22, o211ai 19, a211oi 17, nor2b 15, nand2b 14
o31ai 13, nand3 13, a21o 13, o21bai 12, nand4 11, nor4 11
xnor2 10, o311ai 10, a31oi 9, o21a 9, buf 8, or3 7
o221ai 7, mux2i 6, a22o 6, a221o 6, or2 6, and3 5
o22ai 5, and2 5, o311a 4, a221oi 4, a311oi 4, a2111oi 4
per-layer routing:
metal / vias up / part of all wire / wire length (um) / global-route usage
met1: 2903 / 0.46 / 8890 / 0.528
met2: 321 / 0.42 / 8030 / 0.512
met5: - / 0 / 0 / 0
li1: 3135 / - / - / -
met4: 0 / 0.025 / 471 / 0.0794
met3: 33 / 0.093 / 1790 / 0.0454
logic make-up after synthesis:
kind of cell               after synthesis  share of synthesized area
muxes                                    7                     0.0153
xor gates and xnor gates                13                     0.0212
and+or+nand+nor                        263                      0.241
buffers and inverters                  145                      0.104
adders and majority gates              102                      0.240
latches                                  1                    0.00279
AOI/OAI and AO/OA                      296                      0.376
Power figures rest on the tool's default switching activity, not on a simulated workload.

===== ./run.sh =====
#!/bin/bash
# OpenROAD 26Q1-2900-gdf79404cd8, Yosys 0.63+post, stock flow scripts
make -C /OpenROAD-flow-scripts/flow DESIGN_CONFIG=/design/flow/config.mk WORK_HOME=/design/flow/orfs finish

===== ./config.mk =====
export PLATFORM = sky130hd
export DESIGN_NAME = multiplexer_3_inputs
export DESIGN_NICKNAME = multiplexer_3_inputs
export VERILOG_FILES = /design/flow/design.v
export SDC_FILE = /design/flow/constraint.sdc
export NUM_CORES = 4
export LEC_CHECK = 1
export CORE_AREA = 10 10 76 76
export DIE_AREA = 0 0 86 86

===== ./constraint.sdc =====
current_design multiplexer_3_inputs

set clk_period 3.4
set clk_io_pct 0.2

create_clock -name clk0 -period $clk_period

set non_clock_inputs [all_inputs -no_clocks]
set_input_delay [expr $clk_period * $clk_io_pct] -clock clk0 $non_clock_inputs
set_output_delay [expr $clk_period * $clk_io_pct] -clock clk0 [all_outputs]

===== ./design.v =====
module multiplexer_3_inputs (
    input [31:0] in0,     
    input [31:0] in1,     
    input [31:0] in2,     
    input [1:0] control,  
    output reg [31:0] out  
);
    always @(*) begin
        case (control)
            2'b00: out = in0;  
            2'b01: out = in1;  
            2'b10: out = in2;  
            default: out = 32'b0;  
        endcase
    end
endmodule

==> Changelog: implementation <==
### Metrics

- Outcome: finished, final reports clean
- Worst Max-Slew Pin Slew: 548 ps
- Placed instance area: 2070 um2
- Leakage: 0.795 nW
- Switch Pwr: 64.9 uW
- Final Core Density: 50.4%
- Vias per cell: 4.44
- Count of tool warnings: 32
- Gate Count Post-Synth: 77
- HP Class: in2out
- Final Hold Viols: 0
- Pwr Total: 253 uW
- Setup-failing EPs final: 0
- Area delta synth->final: 163%
- Antenna diode instance count: 0
- Critical path fanouts, max: 12
- Most frequent cell on the critical path: clkdlybuf4s50_1
- Comb pwr share: 100.0%
- Overflow after GRT: 0
- Initial antenna violation count: 0
- CP Buf/Inv Count: 3
- Drt initial violations: 10
- Flops: 0
- Vias in the first global route: 1177
- Antenna viol nets, final: 0
- Setup Fix Bufs, Post-CTS: 0
- Reg area: 0 um2
- Yosys cell types: 8
- Crit path max-delay cell type: clkdlybuf4s50_1
- Yosys stat chip area: 787 um2
- CP Launch Type: primary input
- RSZ-0062 raised after global routing: no
- Seq pwr share: 0%
- GP Congestion: 0.780
- CP arrival: 2350 ps
- Clock power share: 0%
- Row cnt: 23
- Syn_area_per_cell: 10.2 um2
- Share of cells above drive strength 1: 8.50%
- Gr usage total: 10.6%
- Avg WL per Cell: 18.1 um
- Height of the die: 86 um
- Cells in synth_stat.txt: 77
- Core area: 4120 um2
- Max_cap viols: 0
- Top cell excl fill/tap: clkdlybuf4s50_1
- Final setup TNS: 0 ps
- Delay of the slowest critical-path stage: 500 ps
- Die width: 86 um
- CP endpoint kind: output pin
- Largest area contributor in the netlist: mux2i_1
- Global-route wire length before repair: 6380 um
- Worst endpoint required time: 2720 ps
- Number of remaining DRC errors: 0
- Post-route cell area: 2070 um2
- HPWL after DPL: 4040 um
- Yosys warnings: 1
- # IOs: 130
- Largest net degree at the start of global routing: 33
- Top cells, area: mux2i_1 (41%), o2bb2ai_1 (24%), o2bb2ai_2 (19%)
- Peak supply drop: 55.3 uV
- Sw Ratio: 25.7%
- Hold_buf cts: 0
- Drt total wl: 4510 um
- Yosys top cell area share: 40.7%
- Worst setup margin: 366 ps
- Worst slack at placement: 341 ps
- Top Layout Cells: clkdlybuf4s50_1 (129), mux2i_1 (32), o2bb2ai_1 (22)
- Pwr Density: 122 nW/um2
- Worst-path cell chain: clkdlybuf4s50_1, nor2b_4, buf_4, o2bb2ai_1, clkdlybuf4s50_1
- Mapped cell area: 787 um2
- Total die area: 7400 um2
- Total number of vias: 1111
- DR pass1 iterations: 2
- Internal: 188 uW
- Rel. slew slack: 63.5%
- Post-CTS Resized: 0
- Fin crit period: 3030 ps
- Crit path kind: in2out
- Clock buf count: 0
- Slew Viols, Final: 0
- Max frequency: 0.330 GHz
- Final Cycle Share: 89.2%
- Post-synth seq share: 0%
- Top delay family on crit path: buffers and inverters
- Number of port buffers: 130
- Initial Util: 19.1%
through the flow:
stage                     instances  hold slack (ps)
after floorplan                  77             1420
after global placement          250             2290
after detailed placement        250             2280
after CTS                       250             2290
after global routing            250             2300
final                           250             2280
cells in the mapped netlist:
cell type   n
buf_4       1
o2bb2ai_2  10
nor2b_4     1
o2bb2ai_1  22
buf_6       8
clkbuf_1    2
mux2i_1    32
buf_2       1
routing by layer:
| layer | up-vias | track usage [%] | wire length [um] |
|---|---|---|---|
| met4 | 0 | 0 | 0 |
| met5 | - | 0 | 0 |
| li1 | 568 | - | - |
| met1 | 483 | 10.8 | 1580 |
| met3 | 0 | 4.86 | 558 |
| met2 | 60 | 20.4 | 2380 |
cell type report:
| cell class | count | area [um2] |
|---|---|---|
| well taps | 50 | 62.6 |
| fillers | 381 | 2040 |
| repair buffers | 135 | 1330 |
| multi-input cells | 65 | 677 |
logic make-up (layout without fill, tap and decap cells):
family          Yosys count  after routing  synth area share [%]
compound gates           32             32                  43.6
simple gates              1              1                  1.75
buf+inv                  12            135                  14.0
mux                      32             32                  40.7
power by group through the flow:
stage / combinational (mW) / clock (mW) / sequential [mW]
finish: 0.253 / 0 / 0
global route: 0.272 / 0 / 0
CTS: 0.258 / 0 / 0
worst paths after layout:
path | endpoint | startpoint | cells past startpoint | slack (ps)
worst max-delay path | out[19] | control[0] | 5 | 370
worst min-delay path | out[12] | in1[12] | 3 | 2280
No activity file was given, so power comes from the tool's default toggle rates.
